[design/flow/design.v]
module circuit_6 (
input [63:0] a,
input [63:0] b,
input [63:0] c,
input [63:0] zero,
output [63:0] z
);
wire [63:0] e;
wire [63:0] f;
wire [63:0] g;
wire [63:0] zwire;
wire gEQz;  
DEC #(64) u_sub(a,e);
INC #(64) u_add(c,f);
MOD #(64) u_mod(a,c,g);
COMP #(64) u_comp(
	.a(g),
	.b(zero),
	.gt(),
	.lt(),
	.eq(gEQz)
	);
MUX2x1 #(64) u_mux(e,f,gEQz,zwire);
assign z = zwire;
endmodule
module COMP #(parameter DATAWIDTH = 64)(input[DATAWIDTH-1:0]a,input[DATAWIDTH-1:0]b,output reg gt,output reg lt,output reg eq); 
    always @(*)begin
        if (a < b) begin
        gt <= 0;
        lt <= 1;
        eq <= 0;
        end
        else if (a > b) begin
        gt <= 1;
        lt <= 0;
        eq <= 0;
        end
        else begin
        gt <= 0;
        lt <= 0;
        eq <= 1;
        end
    end
endmodule
module DEC #(
    parameter DATAWIDTH=2
)(
    input [DATAWIDTH-1:0] a,
    output reg [DATAWIDTH-1:0] d
);
    always @(*) begin
        d <= a - 1;
    end
endmodule
module INC #(
    parameter DATAWIDTH=2
)(
    input [DATAWIDTH-1:0] a,
    output reg [DATAWIDTH-1:0] d
);
    always @(*) begin
        d <= a + 1;
    end
endmodule
module MOD #(
    parameter DATAWIDTH=2
)(
    input [DATAWIDTH-1:0] a,
    input [DATAWIDTH-1:0] b,
    output reg [DATAWIDTH-1:0] rem
);
    always @(*) 
    begin
        rem <= a % b;
    end
endmodule
module MUX2x1 #(parameter DATAWIDTH = 64)(input[DATAWIDTH-1:0]a,input[DATAWIDTH-1:0]b,input sel,output reg [DATAWIDTH-1:0]d); 
    always@(*) begin
        if (sel == 0) begin
        d <= a;
        end
        else begin
        d <= b;
        end    
    end
endmodule
[design/flow/run.sh]
#!/bin/bash
# OpenROAD 26Q1-2900-gdf79404cd8, Yosys 0.63+post, stock flow scripts
make -C /OpenROAD-flow-scripts/flow DESIGN_CONFIG=/design/flow/config.mk WORK_HOME=/design/flow/orfs finish
[design/flow/config.mk]
export PLATFORM = sky130hd
export DESIGN_NAME = circuit_6
export DESIGN_NICKNAME = circuit_6
export VERILOG_FILES = /design/flow/design.v
export SDC_FILE = /design/flow/constraint.sdc
export NUM_CORES = 4
export LEC_CHECK = 1
export CORE_UTILIZATION = 50
[design/flow/constraint.sdc]
current_design circuit_6

set clk_period 1462.9
set clk_io_pct 0.2

create_clock -name clk0 -period $clk_period

set non_clock_inputs [all_inputs -no_clocks]
set_input_delay [expr $clk_period * $clk_io_pct] -clock clk0 $non_clock_inputs
set_output_delay [expr $clk_period * $clk_io_pct] -clock clk0 [all_outputs]
==> ci_impl_report.md <==
### Flow metrics

| Metric | Value |
|---|---|
| Initial antenna violation count | 45 |
| PD cells | 0.476 nW/µm² |
| Die Size | 252000 µm² |
| Yosys Chip Area | 125000 µm² |
| CP max stage cell | a211oi_1 |
| Setup_tns | 0 ps |
| Critical Path Source | c[62] |
| Max Fclk | 1.22 MHz |
| FF/Latch Area | 0 µm² |
| TritonRoute pass-1 iters | 8 |
| Hold path cells | 5 |
| DP HPWL | 517000 µm |
| Clkbuf count | 0 |
| Avg Cell Area, Syn | 6.55 µm² |
| Port Buffers | 256 |
| Final antenna-violating net count | 0 |
| CP delay by family, top | AND-OR/OR-AND gates |
| CP required | 1170320 ps |
| Via density | 6.60 |
| Post-CTS Setup Inserts | 0 |
| Commonest Layout Cell | nand2_1 |
| Filler cell count | 25400 |
| Overflow left after global routing | 0 |
| Unique cell types | 120 |
| Hold Path Class | in2out |
| Max FO, Critical Path | 79 |
| DIE WIDTH | 502 µm |
| Total Wirelength | 623000 µm |
| Unrepaired setup endpoints after global routing | no |
| Most frequent CP cell | buf_4 |
| DR vias | 149000 |
| Max cap viols | 0 |
| Slew HR | 0.102 |
| Largest net degree at the start of global routing | 80 |
| Die Span Y | 502 µm |
| Mapped Area | 125000 µm² |
| Net Sw Power | 38.2 µW |
| Worst stage delay on the critical path | 1080 ps |
| Hold Fails Final Rpt | 0 |
| Number of cells in Yosys stat | 19000 |
| Seq cells | 0 |
| Hold_sp | c[56] |
| Stage-log warning count | 98 |
| FP Util | 0.502 |
| Routed len/inst | 27.6 µm |
| Cell taking the most area after synthesis | ha_1 |
| Int Power | 25.5 µW |
| Maximum vdd drop | 0.00230 mV |
| Post-route DRC | 0 |
| Sw Ratio | 0.599 |
| Ratio of final minimum period to clock period | 0.558 |
| RePlAce Congestion | 1.14 |
| Total number of yosys warnings | 5 |
| Vias in the first global route | 133000 |
| Placed cell count | 22500 |
| Slew Limit Fails | 0 |
| Seq share, synth | 0 |
| Non-filler cells, final | 22600 |
| Post-CTS resize count | 0 |
| I/O pin count | 320 |
| Min-Delay Endpoint | z[58] |
| Crit Path Class | in2out |
| Crit path DAT | 523950 ps |
| Outcome | complete, no violations |
| Top cells excl fill/tap | nand2_1, ha_1, nor2_1 |
| Share of layout cells above drive strength 1 | 0.0595 |
| Final Hold Slack | 586260 ps |
| Number of core rows | 183 |
| GRT Total Usage | 0.485 |
| Yosys top cell area share | 0.215 |
| Syn-to-layout area delta | 7.19% |
| Fin crit period | 816530 ps |
| DR iter-0 viols | 16000 |
| Core footprint | 248000 µm² |
| Fin util | 0.539 |
| P_leak | 63.1 nW |
| CP Buf/Inv Count | 97 |
| CTS Hold Bufs | 0 |
| Total Power | 63.7 µW |
| Synth area leaders | ha_1, a21oi_1, xnor2_1 |
| CP endpoint kind | output pin |
| Startpoint type of the worst setup path | primary input |
| Slew @ Worst Pin | 1330 ps |
| Final setup fails | 0 |
| Post-synthesis cell count | 19000 |
| First-pass GRT wire length | 891000 µm |
[through the flow]
step	worst slack [ps]	instance area (µm²)
6_report	646370	134000
5_1_grt	638130	134000
4_1_cts	655100	134000
3_5_place_dp	655820	134000
3_3_place_gp	655840	134000
2_1_floorplan	689410	125000
[power by group through the flow]
stage | combinational (mW) | sequential [mW] | clock [mW]
after global routing | 0.0695 | 0 | 0.000000000497
after CTS | 0.0621 | 0 | 0
[layout make-up]
class | count | area, µm² | share of cell area
inverter | 713 | 2730 | 0.0204
timing repair buffer | 789 | 6600 | 0.0493
antenna | 37 | 92.6 | 0.000692
tap | 3330 | 4170 | 0.0311
multi-input combinational | 17700 | 120000 | 0.898
[synthesized netlist by cell type (all sizes together), types with 163 or more instances]
| cell | number |
|---|---|
| nor3 | 545 |
| a211oi | 190 |
| nor2 | 2122 |
| and2 | 163 |
| or3 | 225 |
| clkbuf | 476 |
| o31ai | 174 |
| a31oi | 326 |
| o21bai | 206 |
| o211ai | 179 |
| xor2 | 708 |
| a21oi | 1781 |
| inv | 711 |
| and3 | 167 |
| nand3 | 457 |
| nand2 | 2270 |
| xnor2 | 993 |
| nand4 | 248 |
| nand2b | 231 |
| a21o | 893 |
| o21a | 480 |
| ha | 2148 |
| nor2b | 325 |
| o21ai | 1157 |
[metal layers]
metal,global-route usage,up-vias,wire (µm)
li1,-,70800,-
met1,0.644,68300,253000
met2,0.670,8113,240000
met3,0.136,1839,76900
met4,0.339,28,54000
met5,0,-,156
[logic make-up after synthesis]
kind of cell	Yosys count	synth area share
buf+inv	1346	0.0411
fa+ha+maj	2149	0.215
xor+xnor	1701	0.119
mux	245	0.0213
compound gates	6375	0.333
simple gates	7231	0.269
[worst max path at each step]
stage / endpoint / slack, ps / cells past startpoint
6_report: z[43] / 646370 / 779
5_1_grt: z[14] / 638130 / 781
4_1_cts: z[43] / 655100 / 784
No activity file was given, so power comes from the tool's default toggle rates.
