<file path="design/flow/design.v">
module circuit1(input clk,input rst,input [7:0]a,input[7:0]b,input[7:0]c,output reg [7:0]z,output reg [15:0]x);
wire [7:0]d;
wire [7:0]e;
wire [7:0]f;
wire  g;
wire [15:0] xwire;
wire [15:0] xwire2;
wire ltwire;
wire eqwire;
wire [7:0] zwire;
ADD #(8) u_add1 (a,b,d);
ADD #(8) u_add2 (a,c,e);
COMP #(8) u_comp1 (d,e,g,ltwire,eqwire);
MUX2x1 #(8) u_mux1 (d,e,g,zwire);
always@(*)begin
z <= zwire;
end
MUL #(8) u_mul1 (a,c,f);
SUB #(16) u_sub1 ({8'b0,f},{8'b0,d},xwire);
REG #(16) u_reg1 (xwire,clk,rst,xwire2);
always@(*)begin
x <= xwire2;
end
endmodule
module ADD #(
    parameter DATAWIDTH=2
)(
    input [DATAWIDTH-1:0] a,
    input [DATAWIDTH-1:0] b,
    output reg [DATAWIDTH-1:0] sum
);
    always @(*) begin
        sum <= a + b;
    end
endmodule
module COMP #(parameter DATAWIDTH = 64)(input[DATAWIDTH-1:0]a,input[DATAWIDTH-1:0]b,output reg gt,output reg lt,output reg eq); 
    always @(*)begin
        if (a < b) begin
        gt <= 0;
        lt <= 1;
        eq <= 0;
        end
        else if (a > b) begin
        gt <= 1;
        lt <= 0;
        eq <= 0;
        end
        else begin
        gt <= 0;
        lt <= 0;
        eq <= 1;
        end
    end
endmodule
module MUL #(parameter DATAWIDTH = 64)(input [DATAWIDTH-1:0]a,input [DATAWIDTH-1:0]b,output reg [DATAWIDTH-1:0]prod); 
    always@(*) begin
    prod <= a*b;
    end
endmodule
module MUX2x1 #(parameter DATAWIDTH = 64)(input[DATAWIDTH-1:0]a,input[DATAWIDTH-1:0]b,input sel,output reg [DATAWIDTH-1:0]d); 
    always@(*) begin
        if (sel == 0) begin
        d <= a;
        end
        else begin
        d <= b;
        end    
    end
endmodule
module REG #(parameter DATAWIDTH = 64)(input[DATAWIDTH-1:0]d,input Clk,input Rst,output reg [DATAWIDTH-1:0]q); 
    always@(posedge Clk)begin
        if (Rst == 1) begin
            q <= 0;
        end
        else begin 
            q <= d;
        end
    end
endmodule
module SUB #(
    parameter DATAWIDTH=2
)(
    input [DATAWIDTH-1:0] a,
    input [DATAWIDTH-1:0] b,
    output reg [DATAWIDTH-1:0] diff
);
    always @(*) begin
        diff <= a - b;
    end
endmodule
</file>
<file path="design/flow/config.mk">
export PLATFORM = sky130hd
export DESIGN_NAME = circuit1
export DESIGN_NICKNAME = circuit1
export VERILOG_FILES = /design/flow/design.v
export SDC_FILE = /design/flow/constraint.sdc
export NUM_CORES = 4
export LEC_CHECK = 1
export CORE_UTILIZATION = 40
</file>
<file path="design/flow/constraint.sdc">
current_design circuit1

set clk_period 6.6
set clk_io_pct 0.2

create_clock -name clk0 -period $clk_period [get_ports {clk}]

set non_clock_inputs [all_inputs -no_clocks]
set_input_delay [expr $clk_period * $clk_io_pct] -clock clk0 $non_clock_inputs
set_output_delay [expr $clk_period * $clk_io_pct] -clock clk0 [all_outputs]
</file>
<file path="design/flow/run.sh">
#!/bin/bash
# OpenROAD 26Q1-2900-gdf79404cd8, Yosys 0.63+post, stock flow scripts
make -C /OpenROAD-flow-scripts/flow DESIGN_CONFIG=/design/flow/config.mk WORK_HOME=/design/flow/orfs finish
</file>
==> flow_summary.ini <==
; physical design summary
[status]
status = finished clean

[synthesis]
synth-edff-count = 0
async_flop_share_pct = 0
synth_cell_types = 31
avgSynthCellArea_um2 = 8.57
ys.flops = 9
yosysWarnings = 7
yosys_area_um2 = 2250
netlist_instances = 262
ys_cells = 262
ys_seq_share_pct = 8.02
ff_type = dfxtp_1
syn_area_um2 = 2250

[worst_setup_path]
end_kind = primary output
critical_path.startpoint = c[0]
required_ps = 5280
critPathCapture = z[5]
crit_arrival_ps = 5090
criticalPathCategory = input pin to primary output
start_kind = input pin
cp_max_fo = 5

[final_timing]
finalCritPeriodShare_pct = 97.1
setup_viol = 0
max_freq_mhz = 156
finalCriticalPeriod_ps = 6410
max-slew-margin-rel_pct = 71.3
maxSlewViolCount = 0
tightestPinTransition_ps = 427
finalHoldViolCount = 0
holdWs_ps = 1750

[grt]
met2_usage_pct = 31.3
grt_busiest_layer = met2
grt_max_degree = 11
grt.met1_usage_pct = 26.1
grtUsageMet3_pct = 1.81
overflow = 0
track_usage_pct = 18.6
grt_pass1_wl_mm = 8.54
grt_antenna_before_repair = 0
grt_pass1_vias = 1922

[job]
tool_warnings = 25
drv_cap = 0

[clock_network]
cts_buffer_depth = 2
clkTransAtPathRegs_ps = 40
clock-sinks = 9
ctsRootBufferMaster = clkbuf_8
numCtsBuffers = 3
h-tree-depth = 1
cts_tree = yes
ctsHoldBuffers = 0

[detailed_routing]
antennaDiodeCount = 0
wl_per_cell_um = 12.8
drc = 0
drt_pass1_iterations = 4
ant_nets = 0
drt-total-wl_mm = 4.93
drtIter0Drc = 36
vias = 1879
viasPerCell = 4.88

[cells_and_area]
fin_cells = 385
regMostFlops = u_reg1.q
largest_reg_flops = 9
largestRegisters = u_reg1.q x9
area_growth_pct = 29.5
layout-drive-gt1-share_pct = 6.03

[die]
boundaryPins = 50
die_h_um = 76.9
initial_core_util_pct = 42.6
core_area_um2 = 5270
dieArea_um2 = 5920
rows = 26
die.size.x_um = 76.9

[min_path]
hold_class = input pin to register

[place]
dp.cells = 379
portBuffers = 49
dp_hpwl_mm = 4.31
gp_congestion = 0.925

[pwr]
p_leak_uw = 0.00140
vdd_ir_drop_max_v = 0.000181
cellPowerDensity_nw_per_um2 = 256
power_uw = 745
-- Yosys cell counts (2+ instances only) --
master | number | share of area [%]
o21ai_0 | 9 | 2.0
a21o_1 | 9 | 3.0
xnor2_1 | 26 | 10
buf_4 | 7 | 2.3
ha_1 | 46 | 26
a21oi_1 | 13 | 2.9
nand2b_1 | 2 | 0.56
nor2b_1 | 4 | 1.1
and2_1 | 20 | 5.6
o21a_1 | 4 | 1.3
nand2_1 | 17 | 2.8
o21bai_1 | 3 | 1.0
o41ai_1 | 2 | 0.78
mux2i_1 | 5 | 2.2
nor2_1 | 5 | 0.84
a21boi_0 | 3 | 1.0
inv_1 | 42 | 7.0
fa_1 | 15 | 13
xor2_1 | 6 | 2.3
dfxtp_1 | 9 | 8.0
nor3_1 | 5 | 1.1
-- where the power goes --
group / internal (uW) / switching [uW] / leakage, uW
Clock: 41.9 / 19.8 / 0.0000228
Combinational: 335 / 264 / 0.00131
Sequential: 75.9 / 8.07 / 0.0000751
Total: 453 / 292 / 0.00140
-- worst min-delay path by stage --
stage            endpoint  startpoint  slack (ps)  cells past startpoint
global route  u_reg1.q[0]        a[0]        1790                      4
finish        u_reg1.q[0]        a[0]        1750                      4
CTS           u_reg1.q[1]         rst        1840                      2
-- critical path, cell delays in order --
cell	delay (ps)
clkdlybuf4s50_1	460
ha_1	250
fa_1	400
a21o_1	180
a21oi_2	170
o21bai_1	70
a21oi_1	170
xor2_1	260
ha_1	290
and4_2	280
a221oi_4	380
a31oi_4	110
mux2_4	320
clkdlybuf4s50_1	400
-- area by class of cell --
class / instances / area (um^2)
Clock buffer: 4 / 45.0
Fill cell: 519 / 2360
Inverter: 42 / 158
Multi-Input combinational cell: 204 / 1890
Sequential cell: 9 / 180
Tap cell: 70 / 87.6
Timing Repair Buffer: 56 / 548
-- layout by cell type (no fill, tap or decap), types with 4 or more instances in the layout --
cell             instances
nor2b_1                  4
inv_1                   42
xor2_1                   6
nor3_1                   5
nor2_1                   5
dfxtp_1                  9
fa_1                    15
and2_1                  20
xnor2_1                 26
o21a_1                   4
clkdlybuf4s50_1         47
mux2i_1                  5
a21o_1                   9
ha_1                    46
o21ai_0                  8
a21oi_1                 11
buf_4                    7
nand2_1                 17
-- metrics by stage --
step / util [%] / worst slack [ps] / TNS [ps] / instance area (um^2)
after floorplan: - / 1190 / 0 / 2250
after global placement: 53.4 / 116 / 0 / 2810
after detailed placement: 53.4 / 99.1 / 0 / 2810
after CTS: 54.2 / 87.1 / 0 / 2860
after global routing: 55.2 / -47.5 / -54.0 / 2910
final: 55.2 / 194 / 0 / 2910
-- kinds of logic after synthesis --
kind of cell             after synthesis  synth area share (%)
multiplexers                           6                  2.90
XOR/XNOR                              32                  12.5
buffers and inverters                 50                  9.53
AND/OR/NAND/NOR                       57                  13.6
flip-flops                             9                  8.02
AND-OR/OR-AND                         47                  14.5
adder cells (fa/ha/maj)               61                  39.0
-- metal layers --
layer	wire, um	vias to the layer above
met5	0	-
met4	114	0
met3	168	10
met2	2230	50
met1	2410	846
li1	-	973
-- what timing repair did --
action,in CTS,in global routing
setup buffers,0,1
endpoints found under the setup margin,0,8
resized,0,7
Power is estimated from default activity; no workload was simulated.
